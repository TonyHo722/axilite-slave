[run.sh]
#!/bin/bash
# OpenROAD 26Q1-2900-gdf79404cd8, Yosys 0.63+post, stock flow scripts
make -C /OpenROAD-flow-scripts/flow DESIGN_CONFIG=/design/flow/config.mk WORK_HOME=/design/flow/orfs finish
[config.mk]
export PLATFORM = sky130hd
export DESIGN_NAME = axilite_slave
export DESIGN_NICKNAME = axilite_slave
export VERILOG_FILES = /design/flow/design.v
export SDC_FILE = /design/flow/constraint.sdc
export NUM_CORES = 4
export LEC_CHECK = 1
export CORE_UTILIZATION = 50
[constraint.sdc]
current_design axilite_slave

set clk_period 3.0
set clk_io_pct 0.2

create_clock -name clk0 -period $clk_period [get_ports {axi_aclk}]

set non_clock_inputs [all_inputs -no_clocks]
set_input_delay [expr $clk_period * $clk_io_pct] -clock clk0 $non_clock_inputs
set_output_delay [expr $clk_period * $clk_io_pct] -clock clk0 [all_outputs]
[design.v]
module axilite_slave(
	input axi_aclk,
	input axi_aresetn,
	output logic axi_awready,
	output logic axi_wready,
	output logic axi_arready,
	output logic axi_rvalid,
	output logic [31:0] axi_rdata,
	input axi_awvalid,
	input [11:0] axi_awaddr,
	input axi_wvalid,
	input [31:0] axi_wdata,
	input [3:0] axi_wstrb,
	input axi_arvalid,
	input [11:0] axi_araddr,
	input axi_rready,	
	output logic bk_wstart,
	output logic [11:0] bk_waddr,
	output logic [31:0] bk_wdata,
	output logic [3:0]  bk_wstrb,
	input bk_wdone,
	output logic bk_rstart,
	output logic [11:0] bk_raddr,
	input [31:0] bk_rdata,
	input bk_rdone
);
	logic [11:0] cache_waddr, cache_raddr;
	logic [31:0] cache_wdata, cache_rdata;
	logic [3:0]  cache_strb;
	logic cache_wstart, cache_rstart;
	logic cache_wdone, cache_rdone;
	enum logic [2:0] {WR_WAIT_ADDR, WR_WRITE_ADDR, WR_WRITE_DATA} axi_wr_state, axi_wr_next_state;
	enum logic [2:0] {RD_WAIT_ADDR, RD_READ_ADDR, RD_READ_DATA}   axi_rd_state, axi_rd_next_state;
	always_ff @(posedge axi_aclk  or negedge axi_aresetn) begin
		if (~axi_aresetn) begin
			axi_wr_state <= WR_WAIT_ADDR;
			axi_rd_state <= RD_WAIT_ADDR;
		end else begin
			axi_wr_state <= axi_wr_next_state;
			axi_rd_state <= axi_rd_next_state;
		end
	end
	always_ff @(posedge axi_aclk  or negedge axi_aresetn) begin
		if (~axi_aresetn) begin
			cache_waddr <= 12'b0;
			cache_wdata <= 32'b0;
			cache_strb <= 4'b0;
			cache_wstart <= 1'b0;
		end else begin
			case (axi_wr_state)
				WR_WAIT_ADDR: cache_wstart <= 0;
				WR_WRITE_ADDR: cache_waddr <= axi_awaddr;
				WR_WRITE_DATA: begin
					if(axi_wr_next_state == WR_WAIT_ADDR) begin
						cache_wdata <= axi_wdata;
						cache_strb <= axi_wstrb;
						cache_wstart <= 1;
					end					   
				end 
			endcase
		end
	end
	always_comb begin
		axi_wr_next_state = axi_wr_state;
		case(axi_wr_state)
			WR_WAIT_ADDR:
				if(axi_awvalid)begin
					axi_wr_next_state = WR_WRITE_ADDR;
				end
			WR_WRITE_ADDR:
				if(axi_awvalid && axi_awready)begin
					axi_wr_next_state = WR_WRITE_DATA;
				end
			WR_WRITE_DATA:
				if(axi_wvalid && axi_wready)begin
					axi_wr_next_state = WR_WAIT_ADDR;
				end
			default:
				axi_wr_next_state = WR_WAIT_ADDR;
		endcase
	end
	always_comb begin
		axi_awready = 1'b0;
		axi_wready = 1'b0;
		case(axi_wr_state)
			WR_WRITE_ADDR:begin
				axi_awready = 1'b1;
			end
			WR_WRITE_DATA:begin
				axi_wready = 1'b1;
			end			
		endcase
	end
	always_ff @(posedge axi_aclk  or negedge axi_aresetn) begin
		if (~axi_aresetn) begin
			cache_raddr <= 12'b0;
			cache_rstart <= 1'b0;
		end else begin
			case (axi_rd_state)
				RD_READ_ADDR: begin
					cache_raddr <= axi_araddr;
					cache_rstart <= 1;					 
				end
				RD_READ_DATA: begin
					cache_rstart <= 0;
				end				
			endcase
		end
	end
	always_comb begin
		axi_rd_next_state = axi_rd_state;
		case(axi_rd_state)
			RD_WAIT_ADDR:
				if(axi_arvalid)begin
					axi_rd_next_state = RD_READ_ADDR;
				end
			RD_READ_ADDR:
				if(axi_arvalid && axi_arready)begin
					axi_rd_next_state = RD_READ_DATA;
				end
			RD_READ_DATA:
				if(axi_rvalid && axi_rready)begin
					axi_rd_next_state = RD_WAIT_ADDR;
				end
			default:
				axi_rd_next_state = RD_WAIT_ADDR;
		endcase
	end
	always_comb begin
		axi_arready = 1'b0;
		axi_rvalid = 1'b0;
		axi_rdata = 32'b0;
		case(axi_rd_state)
			RD_READ_ADDR:begin
				axi_arready = 1'b1;
			end
			RD_READ_DATA:begin
				if(cache_rdone == 1'b1) begin
					axi_rvalid = 1'b1;
					axi_rdata = cache_rdata;
				end
			end
		endcase
	end  
	always_ff@(posedge axi_aclk or negedge axi_aresetn)begin
		if(~axi_aresetn)begin
			cache_wdone <= 1'b0;
			cache_rdone <= 1'b0;
			cache_rdata <= 32'b0;
		end
		else begin
			if(bk_wdone == 1'b1) begin
				cache_wdone <= bk_wdone;
			end
			if((axi_wr_state == WR_WAIT_ADDR) && (axi_wr_next_state == WR_WAIT_ADDR)) begin
				cache_wdone <= 0;
			end
			if(bk_rdone == 1'b1) begin
				cache_rdone <= bk_rdone;		 
				cache_rdata <= bk_rdata;		 
			end
			if((axi_rd_state == RD_READ_DATA) && (axi_rd_next_state == RD_WAIT_ADDR)) begin
				cache_rdone <= 0;
			end 
		end
	end	
	always_comb begin
		bk_waddr = cache_waddr;
		bk_wdata = cache_wdata;
		bk_wstrb = cache_strb;
		bk_wstart = cache_wstart;
		bk_raddr = cache_raddr;
		bk_rstart = cache_rstart;
	end
endmodule
==> impl_metrics.ini <==
; implementation run metrics
[logic_synthesis]
yosys_register_bits = 101
ys_seq_share_pct = 63.4
synth_cell_types = 18
top_area_cell = dfrtp_1
yosys_warnings = 1
synth_top_area_share_pct = 62.1
synthCells = 262
ys_cells = 262
yosys_area_mm2 = 0.00399
edf_count = 0
synth_area_mm2 = 0.00399
flop_cell = dfrtp_1
synthArstFlopShare_pct = 100
yosys-top-cells-area = dfrtp_1, mux2_2, and3_1
syn_area_per_cell_um2 = 15.2

[critical_path]
r2r-start = axi_wr_state[2]
crit_path_end_kind = output pin
cp.arrival_ps = 2010
r2r_setup_slack_ps = 1140
worstSetupPathType = register to output pin
path_cells = buf_4 -> and3_1 -> clkdlybuf4s50_1
regToRegEndpoint = cache_wdata[17]
cp-start-kind = register
r2r_cells = 3
cpMaxStageDelayCell = dfrtp_1
cpPeakStageDelay_ps = 680
crit_required_ps = 2400
critPathMaxFanout = 19
cp-startpoint = axi_rd_state[1]

[routing]
vias = 2828
antenna_cells = 0
viasPerCell = 5.01
drc = 0
drt_iter0_drc = 59
postRouteAntennaNets = 0
drt-pass1-iter-count = 4
route.detailed.wl_per_inst_um = 16.9
drt_wl_total_um = 9560

[placement]
dp.cells = 549
place_ws_ps = 648
placement.io_buffers = 196
gp_congestion = 0.754
dp_hpwl_um = 7030

[floorplan]
core_mm2 = 0.00773
row_count = 32
chip_area_mm2 = 0.00834
die_h_um = 91.3
fp-utilization_pct = 51.6
ios = 198
die_x_um = 91.3

[cells_and_area]
fin_cells = 565
nFillCells = 463
flop_area_mm2 = 0.00253
final_cell_mix = clkdlybuf4s50_1, dfrtp_1, mux2_2, and3_1, clkbuf_8
layout.cells.most_common = clkdlybuf4s50_1
final_util_pct = 80.8
area_growth_pct = 56.6
drive_above_1_share_pct = 25.5
final-comb-area_mm2 = 0.00135

[grt]
grt_antenna_before_repair = 0
grt_max_degree = 47
grt_first_pass_wirelength_um = 15700
overflow = 0
track_usage_pct = 25.6
grt_pass1_vias = 3074

[final_timing]
rsz0062_at_grt = false
slew_violations = 0
finalSetupViolations = 0
hold_viol = 0
relSlewSlack_pct = 56.2
skew_ps = 12.4
worst_pin_slew_ps = 658
hold-worst-slack_ps = 239
post-route-period-util_pct = 87.1
period_minus_slack_ps = 2610
max_freq_mhz = 383
setup_tns_ps = 0
setup_ws_ps = 387

[power]
peakVddDrop_mv = 0.579
power_density_mw_per_mm2 = 648
p_leak_nw = 2.73

[clock_tree]
clk_pin_slew_ps = 90
h-tree-depth = 3
cts_buffers = 9
cts_setup_buffers = 0
ctsLongestPathBuffers = 2
cts_resized = 0
clock_sinks = 101
cts-root-buf = clkbuf_8
cts_tree = done
clkLatencyLatePin_ps = 360
cts-hold-fix-buffers = 0

[min_path]
hp-class = input port to async pin

[run]
openroad.warnings = 27
drv_cap = 0

[status]
status = completed
## registers in the layout, summed over array words and instances (netlist names)
name / flops
cache_raddr: 12
cache_wdata: 32
cache_rdone: 1
cache_wstart: 1
cache_rdata: 32
cache_waddr: 12
cache_strb: 4
cache_rstart: 1
axi_rd_state: 3
axi_wr_state: 3
## kinds of logic after synthesis
kind of cell	Yosys count	synth area share (%)
compound gates	7	1.57
buf+inv	21	2.67
flops	101	63.4
mux	94	26.5
simple gates	39	5.80
## Yosys cell counts (all sizes together), types with 2 or more instances
cell type  instances
o21ai              3
dfrtp             99
mux2              94
nor2               2
dfstp              2
a22o               2
buf                8
clkbuf             9
nand2              3
and3              32
inv                4
## critical path, delay by kind of cell (launching register included)
| kind | cells | cell delay [ps] |
|---|---|---|
| buffers and inverters | 2 | 810 |
| flip-flops | 1 | 680 |
| AND/OR/NAND/NOR | 1 | 170 |
## worst max path at each step
| stage | to | slack (ps) |
|---|---|---|
| CTS | axi_rdata[7] | 400 |
| global route | axi_rdata[9] | 290 |
| finish | axi_rdata[27] | 390 |
## power by group
part | switching [mW] | total, mW | leakage [nW] | internal, mW
clock | 0.471 | 0.870 | 0.106 | 0.399
combinational | 0.244 | 1.22 | 1.40 | 0.972
sequential | 0.217 | 1.96 | 1.23 | 1.75
total | 0.932 | 4.05 | 2.73 | 3.12
## cell type report
cell class / count / share of cell area, %
repair buffers: 202 / 32.3
well taps: 102 / 2.04
clock inverters: 7 / 1.30
clock buffers: 9 / 1.98
flip-flops and latches: 101 / 40.5
inverters: 4 / 0.240
multi-input cells: 140 / 21.7
## stage by stage
| stage | power [mW] | cell area, µm² |
|---|---|---|
| finish | 4.05 | 6250 |
| CTS | 4.10 | 6250 |
| global route | 4.29 | 6250 |
| global placement | 3.14 | 6040 |
| detailed placement | 3.21 | 6040 |
| floorplan | 2.27 | 3990 |
## per-layer routing
layer / vias to the layer above / wire (µm) / global-route usage [%]
li1: 1312 / - / -
met1: 1377 / 4010 / 38.9
met2: 126 / 4460 / 38.7
met3: 13 / 905 / 9.44
met4: 0 / 186 / 3.97
met5: - / 0 / 0
Power figures rest on the tool's default switching activity, not on a simulated workload.
